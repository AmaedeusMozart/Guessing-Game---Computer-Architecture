==> design.v <==
`timescale 1ns / 1ps
module Project1(sw, ld, bcd, button, clk, cathodes, anodes, temp_display0, temp_display1, temp_display2, temp_display3 , dp
    );
input clk;
reg slow_clock;
input wire [3:0] sw;
input [3:0] bcd;
input [3:0] button;
output wire [3:0] ld;
output reg [6:0] temp_display0;
output reg [6:0] temp_display1;
output reg [6:0] temp_display2;
output reg [6:0] temp_display3;
output reg [6:0] cathodes;
output reg [3:0] anodes;
output wire dp;
assign ld = sw;
assign dp = 1;
initial 
begin
temp_display0 = 7'b0000001;
temp_display1 = 7'b0000001;
temp_display2 = 7'b0000001;
temp_display3 = 7'b0000001;
end
always@( posedge button[0]) begin
        case (bcd)
            0 : temp_display0 = 7'b0000001;
            1 : temp_display0 = 7'b1001111;
            2 : temp_display0 = 7'b0010010;
            3 : temp_display0 = 7'b0000110;
            4 : temp_display0 = 7'b1001100;
            5 : temp_display0 = 7'b0100100;
            6 : temp_display0 = 7'b0100000;
            7 : temp_display0 = 7'b0001111;
            8 : temp_display0 = 7'b0000000;
            9 : temp_display0 = 7'b0000100;
			  10 : temp_display0 = 7'b0001000;
			  11 : temp_display0 = 7'b1100000;
			  12 : temp_display0 = 7'b0110001;
			  13 : temp_display0 = 7'b1000010;
			  14 : temp_display0 = 7'b0110000;
			  15 : temp_display0 = 7'b0111000;
           default : temp_display0 = 7'b1111111;
        endcase
	 end
always@(posedge button[1]) begin
case(bcd)
		   0 : temp_display1 = 7'b0000001;
            1 : temp_display1 = 7'b1001111;
            2 : temp_display1 = 7'b0010010;
            3 : temp_display1 = 7'b0000110;
            4 : temp_display1 = 7'b1001100;
            5 : temp_display1 = 7'b0100100;
            6 : temp_display1 = 7'b0100000;
            7 : temp_display1 = 7'b0001111;
            8 : temp_display1 = 7'b0000000;
            9 : temp_display1 = 7'b0000100;
			  10 : temp_display1 = 7'b0001000;
			  11 : temp_display1 = 7'b1100000;
			  12 : temp_display1 = 7'b0110001;
			  13 : temp_display1 = 7'b1000010;
			  14 : temp_display1 = 7'b0110000;
			  15 : temp_display1 = 7'b0111000;
             default : temp_display1 = 7'b1111111;
endcase
end
always@(posedge button[2]) begin
case(bcd)
		  0 : temp_display2 = 7'b0000001;
            1 : temp_display2 = 7'b1001111;
            2 : temp_display2 = 7'b0010010;
            3 : temp_display2 = 7'b0000110;
            4 : temp_display2 = 7'b1001100;
            5 : temp_display2 = 7'b0100100;
            6 : temp_display2 = 7'b0100000;
            7 : temp_display2 = 7'b0001111;
            8 : temp_display2 = 7'b0000000;
            9 : temp_display2 = 7'b0000100;
			  10 : temp_display2 = 7'b0001000;
			  11 : temp_display2 = 7'b1100000;
			  12 : temp_display2 = 7'b0110001;
			  13 : temp_display2 = 7'b1000010;
			  14 : temp_display2 = 7'b0110000;
			  15 : temp_display2 = 7'b0111000;
             default : temp_display2 = 7'b1111111; 
endcase
end
always@(posedge button[3]) begin
case(bcd)
		  0 : temp_display3 = 7'b0000001;
            1 : temp_display3 = 7'b1001111;
            2 : temp_display3 = 7'b0010010;
            3 : temp_display3 = 7'b0000110;
            4 : temp_display3 = 7'b1001100;
            5 : temp_display3 = 7'b0100100;
            6 : temp_display3 = 7'b0100000;
            7 : temp_display3 = 7'b0001111;
            8 : temp_display3 = 7'b0000000;
            9 : temp_display3 = 7'b0000100;
			  10 : temp_display3 = 7'b0001000;
			  11 : temp_display3 = 7'b1100000;
			  12 : temp_display3 = 7'b0110001;
			  13 : temp_display3 = 7'b1000010;
			  14 : temp_display3 = 7'b0110000;
			  15 : temp_display3 = 7'b0111000;   
            default : temp_display3 = 7'b1111111; 
endcase
end
task create_slow_clock;
 input clock;
 inout slow_clock;
 integer count;
 begin
 if (count > 250000)
 begin
 count=0;
 slow_clock = ~slow_clock;
 end
 count = count+1;
 end
 endtask
always @(posedge clk)
 create_slow_clock(clk, slow_clock); 
 always @(posedge slow_clock)
 begin
 case (anodes)
 4'b 1110: anodes = 4'b 1101;
 4'b 1101: anodes = 4'b 1011;
 4'b 1011: anodes = 4'b 0111;
 4'b 0111: anodes = 4'b 1110; 
	default: anodes=1111;
 endcase 
 case (anodes)
 4'b 1110: cathodes=temp_display3;
 4'b 1101: cathodes=temp_display2;
 4'b 1011: cathodes=temp_display1;
 4'b 0111: cathodes=temp_display0;
		default: anodes=1111;
	endcase
	end
endmodule
==> run.sh <==
#!/bin/bash
# OpenROAD 26Q1-2900-gdf79404cd8, Yosys 0.63+post, stock flow scripts
make -C /OpenROAD-flow-scripts/flow DESIGN_CONFIG=/design/flow/config.mk WORK_HOME=/design/flow/orfs finish
==> config.mk <==
export PLATFORM = sky130hd
export DESIGN_NAME = Project1
export DESIGN_NICKNAME = Project1
export VERILOG_FILES = /design/flow/design.v
export SDC_FILE = /design/flow/constraint.sdc
export NUM_CORES = 4
export LEC_CHECK = 1
export CORE_UTILIZATION = 30
==> constraint.sdc <==
current_design Project1

set clk_period 1.4
set clk_io_pct 0.2

create_clock -name clk0 -period $clk_period [get_ports {button}]
create_clock -name clk1 -period $clk_period [get_ports {clk}]

set non_clock_inputs [all_inputs -no_clocks]
set_input_delay [expr $clk_period * $clk_io_pct] -clock clk0 $non_clock_inputs
set_output_delay [expr $clk_period * $clk_io_pct] -clock clk0 [all_outputs]
==> run notes <==
Results of an implementation run.

The run finished with clean final reports. The maximum VDD drop is 0.000440 V. The tool flagged a number of max-cap violations equal to 0. The number of nets still failing antenna checks after routing is 0. The critical path in this run is classified as input pin to register.

The number of top-level pins is 57. The routed wire length is between 3000 and 4000 um. The share of the synthesized area in the top cell type is between 40 and 50%. The number of antenna violations at the first check in global routing was 0. Summed over all cells, the static leakage comes to 0.871 nW. The synthesized cell area is between 0.0015 and 0.002 mm^2. The maximum clock skew at final layout is 0 ns.

The wire length per cell is around 13 um. The leftover overflow at the end of global routing is 0. After the first detailed-routing iteration, the DRC count stood at between 70 and 80. According to the floorplan log, the row count is 25. Entering global routing, the biggest net connects 15 pins. The first global-routing pass estimated about 5000 um of wire. The chip area line in the Yosys stat output reads 0.00151 mm^2. The vertical die size is 73.0 um. Note that the worst hold path type here is register to register. In the final layout, the multi-input gates occupy around 570 um^2.

The synthesis report lists the most area-consuming cells as dfxtp_1 44%, edfxtp_1 14%, and4b_2 5.2%. The global routing report lists met1 layer usage as between 15 and 20%. Yosys reported that registers with async set or reset make up 0%.

The number of post-CTS setup repair buffers is 0. The arrival time of data at the worst endpoint is listed as approximately 1.4 ns. The post-synthesis cell type count is 30. At the worst endpoint, the required time is roughly 1.5 ns. The core region area is approximately 0.0048 mm^2. The tool warning count for the run is 110. In this run, post-CTS repair resized a total of 9 instances. The synthesis log from Yosys contains 33 warnings. The sequential element share of the synthesized area is a little under three fifths. The horizontal extent of the die is ~73 um. The CTS tree is built.

The floorplan step defined a die boundary enclosing 0.00533 mm^2. The reg-to-reg setup timing slack is roughly 0.7 ns. The number of global-route vias before repair is 1039. Yosys mapped a number of flops with a built-in enable equal to 7. The count of endpoints without a timing constraint is 22.

The global router reports that the layer with the highest usage is met2. The worst hold margin is between 0.5 and 0.6 ns. Per the final layout report, the fraction of cells sized above drive strength 1 comes to about 18%. STA classifies the critical path startpoint as an input pin. The count of endpoints failing hold in the final timing report is 0.

For the final routed database, the setup TNS stands at 0 ns. The area added between synthesis and finish is 46.3%. Setup repair after global routing left no endpoint under its margin. Note, the detailed placer reported a final HPWL of 2530 um. The clock edge transition at the registers on the reported setup and hold paths is about 0.030 ns. RePlAce ended its routability-driven mode at a weighted congestion of slightly above 0.9.

Buffers placed on the I/O ports in this run total ~43. The synthesized netlist was found by Yosys to have between 100 and 150 cells. The final setup violation count is 0.

For this run, the detailed router's first-pass iteration total came to 6. The endpoint kind of the worst setup timing path is a register. The met3 capacity usage during global routing is ~4.2%. The count of pins over their slew limit is 0. Per the detail_route report, vias per standard cell equal 4.37. In the synthesized netlist, the number of instances is between 100 and 150. The commonest cells after synthesis are 33 x dfxtp_1, 8 x o21ai_0. The number of register bits inferred by synthesis is 40. In this run the worst path has a maximum fanout of 5. The largest area contributor in the synthesized netlist is dfxtp_1.

The timer found 11 register pins that no clock reaches; their paths are not timed. For this design, the CTS-stage hold fixing added 0 buffers. The areal power density over the cells is a little under 1000 mW/mm^2. For this run, the total global-route usage over all layers was measured as about an eighth. On met2, the global router reports a usage of a little under a fifth. A synthesized cell averages between 10 and 15 um^2. The routed via count is approximately 1100. The area taken by sequential standard cells is reported as between 800 and 900 um^2.

Counting the fill cells in the layout gives roughly 430. The routed design ends up with an antenna cell count of 0. TritonRoute reported its final design rule violation total as 0.

Sorting the synthesis cell report by count puts at the top dfxtp_1. For this run, the leading register cell type out of synthesis is dfxtp_1. The fraction of the core area occupied by cells at floorplan is between 30% and 40%.
==> area by class of cell <==
| type | instances | share of cell area, % |
|---|---|---|
| inverters | 6 | 1.02 |
| multi-input cells | 72 | 25.6 |
| well taps | 67 | 3.79 |
| clock buffers | 16 | 8.14 |
| repair buffers | 51 | 22.1 |
| flip-flops and latches | 40 | 39.3 |
==> stage by stage <==
step                      cells  worst slack (ns)  util [%]  area, um^2  total power [W]
final                       252            0.0594      46.3        2210          0.00219
after global routing        252           0.00764      46.3        2210          0.00243
after floorplan             131             0.119         -        1540          0.00101
after global placement      236            -0.465      42.4        2030          0.00120
after CTS                   252            0.0555      46.3        2210          0.00235
after detailed placement    236            -0.537      42.4        2030          0.00121
==> report_power, final <==
group / internal (W) / leakage [nW] / switching, W / total (W)
clock: 0.000776 / 0.0910 / 0.000219 / 0.000995
sequential: 0.000913 / 0.349 / 0.0000468 / 0.000959
combinational: 0.000167 / 0.431 / 0.0000667 / 0.000233
total: 0.00186 / 0.871 / 0.000332 / 0.00219
==> cell usage in the layout, fill, tap and decap left out, types with 4 or more instances in the layout <==
cell type / n
ha_1: 5
clkbuf_8: 12
mux2i_1: 5
clkdlybuf4s50_1: 40
inv_1: 5
o2bb2ai_1: 7
edfxtp_1: 7
dfxtp_1: 33
and4b_2: 7
o21ai_0: 7
a211oi_1: 7
conb_1: 8
clkbuf_1: 4
nor2_1: 6
buf_4: 8
==> flip-flops by register name, indices dropped and copies added (netlist names) <==
| register | cells |
|---|---|
| temp_display0 | 7 |
| anodes | 4 |
| cathodes | 7 |
| slow_clock | 1 |
| temp_display2 | 7 |
| temp_display3 | 7 |
| temp_display1 | 7 |
==> final timing paths <==
path,startpoint,to,cells after the start
max in group clk1,slow_clock$_DFF_P_,slow_clock$_DFF_P_,1
max reg2reg,slow_clock$_DFF_P_,slow_clock$_DFF_P_,1
min in group clk0,sw[0],ld[0],0
max,bcd[0],temp_display0[3]$_DFF_P_,5
min,slow_clock$_DFF_P_,slow_clock$_DFF_P_,1
min reg2reg,slow_clock$_DFF_P_,slow_clock$_DFF_P_,1
==> routing by layer <==
| metal | part of all wire (%) | routed length (um) |
|---|---|---|
| met1 | 46 | 1510 |
| met4 | 3.2 | 104 |
| met5 | 0 | 0 |
| met3 | 5.7 | 188 |
| met2 | 45 | 1490 |
==> cell families after synthesis <==
kind of cell | after synthesis | synth area share, %
simple gates | 22 | 10.8
xor+xnor | 1 | 0.579
compound gates | 29 | 14.0
other cells | 1 | 0.248
buf+inv | 19 | 7.11
fa+ha+maj | 6 | 4.96
mux | 6 | 4.79
flops | 40 | 57.5
==> worst max-delay path, cell delays in order <==
cell and delay, ns:
clkdlybuf4s15_2 0.22, inv_1 0.09, ha_1 0.28, inv_1 0.05, mux4_2 0.49
No activity file was given, so power comes from the tool's default toggle rates.
